[design.v]
module CameraInput (
    input clk,                
    input pixel_clk,          
    input [23:0] pixel_data,  
    input pixel_valid,        
    output reg [23:0] camera_data_out,  
    output reg camera_data_valid       
);
    always @(posedge clk) begin
        if (pixel_valid) begin
            camera_data_out <= pixel_data;
            camera_data_valid <= 1'b1;
        end else begin
            camera_data_valid <= 1'b0;
        end
    end
endmodule
[run.sh]
#!/bin/bash
# OpenROAD 26Q1-2900-gdf79404cd8, Yosys 0.63+post, stock flow scripts
make -C /OpenROAD-flow-scripts/flow DESIGN_CONFIG=/design/flow/config.mk WORK_HOME=/design/flow/orfs finish
[config.mk]
export PLATFORM = sky130hd
export DESIGN_NAME = CameraInput
export DESIGN_NICKNAME = CameraInput
export VERILOG_FILES = /design/flow/design.v
export SDC_FILE = /design/flow/constraint.sdc
export NUM_CORES = 4
export LEC_CHECK = 1
export CORE_AREA = 10 10 97 97
export DIE_AREA = 0 0 107 107
[constraint.sdc]
current_design CameraInput

set clk_period 1.0
set clk_io_pct 0.2

create_clock -name clk0 -period $clk_period [get_ports {clk}]

set non_clock_inputs [all_inputs -no_clocks]
set_input_delay [expr $clk_period * $clk_io_pct] -clock clk0 $non_clock_inputs
set_output_delay [expr $clk_period * $clk_io_pct] -clock clk0 [all_outputs]
==> impl_metrics.yaml <==
# yosys + openroad results
logic_synthesis:
  ff_type: "edfxtp_1"
  ys_cells: 25
  yosysMostFrequentCell: "edfxtp_1"
  synth_area_leader_cell: "edfxtp_1"
  common_cells: "edfxtp_1 (24), dfxtp_1 (1)"
  ys_seq_share_pct: 100.0
  ys_chip_area_um2: 740.7
  edf_count: 24
  synthCells: 25
  numSynthFlops: 25
  synth.top_cell.area_share_pct: 97.30
  syn_avg_cell_area_um2: 29.63
  synthArstFlopShare_pct: 0
  synth_area_um2: 740.7
  area_leaders: "edfxtp_1 (97%), dfxtp_1 (2.7%)"
  synth_cell_type_count: 2
  ys_warn_count: 1
setup_path:
  required_ns: 0.80
  worstSetupPathType: "register to primary output"
  worst-path-max-fanout: 1
  path_delay_family: "flip-flops"
  setup.worst_path.end_class: "primary output"
  slowest_stage: "edfxtp_1"
  cpPeakStageDelay_ns: 0.37
  start_kind: "register"
  cp_cell_sequence: "buf_2"
  worst_ep_arrival_time_ns: 0.76
  critPathBufInv: 1
timing:
  finalSetupViolCount: 0
  fin_tns_setup_ns: 0
  max_slew_margin_pct: 90.47
  timing.final.crit_share_pct: 95.90
  slew_viol_final: 0
  period_minus_slack_ns: 0.9590
  hold_viol_final: 0
  tightest_slew_ns: 0.1430
  rsz0062_at_grt: "true"
  max_freq_mhz: 1043
  hold_ws_ns: 0.4821
worst_hold_path:
  hold_class: "input pin to register"
final_layout:
  layout.area.comb_um2: 0
  register_area_um2: 740.7
  logic_gate_count: 0
  area_growth_syn_to_layout_pct: 77.03
  fill_cells: 826
  drive_gt1_share_pct: 36.25
route:
  vias: 428
  insertedDiodeCount: 0
  drtAntennaViolNets: 0
  firstDrtPassIters: 2
  routedWlPerCell_um: 11.28
  drt_iter0_markers: 21
  drt-total-wl_um: 2020
  drcViolationCount: 0
  via_per_inst: 2.391
clock_tree:
  tritoncts: "built"
  cts-buffers-inserted: 3
  cts_max_level: 1
  cts.clk_slew.worst_paths_ns: 0.09
  clkSinkCount: 25
  cts-root-buf: "clkbuf_8"
  cts_setup_buffers: 0
  cts_buffer_depth: 2
placement:
  gp_congestion: 0.7141
  port_buffers: 50
floorplanning:
  fp.dieH_um: 107
  core_um2: 7292
  fp_util_pct: 10.16
  ios: 52
  rows: 31
  fp.dieW_um: 107
  dieArea_um2: 11450
power_and_ir_drop:
  leakagePower_uw: 0.0004750
  p_per_area_nw_per_um2: 1542
  ir_drop_v: 0.0003481
flow_run:
  max_cap_violations: 0
  warning_count: 27
global_routing:
  grt_pass1_wl_um: 2932
  grt_max_degree: 26
  grt-ovfl-total: 0
  grtUsageTotal_pct: 3.297
  grt_pass1_vias: 458
  antenna_found_initial: 0
outcome:
  outcome: "finished, final reports clean"
==> metal layers <==
metal / GRT usage, % / vias to the layer above / share of wire (%)
li1: - / 208 / -
met1: 3.877 / 198 / 35
met2: 5.487 / 20 / 53
met3: 1.334 / 2 / 10
met4: 0.8704 / 0 / 1.7
met5: 0 / - / 0
==> worst paths after layout <==
| path | startpoint | endpoint | slack, ns | cells past startpoint |
|---|---|---|---|---|
| worst min-delay path | pixel_data[23] | camera_data_out[23]$_DFFE_PP_ | 0.48 | 1 |
| worst max-delay path | camera_data_out[20]$_DFFE_PP_ | camera_data_out[20] | 0.04 | 1 |
==> placed cells by master, fill, tap and decap left out, drive strengths merged <==
master / count
clkdlybuf4s50: 25
buf: 25
edfxtp: 24
clkbuf: 3
dfxtp: 1
clkinv: 1
clkdlybuf4s15: 1
==> power breakdown <==
| group | internal (µW) | switching (µW) | total, µW | leakage, µW |
|---|---|---|---|---|
| Sequential | 1230 | 14.2 | 1250 | 0.000243 |
| Clock | 278 | 304 | 582 | 0.0000255 |
| Combinational | 141 | 50.1 | 191 | 0.000206 |
| Total | 1650 | 368 | 2020 | 0.000475 |
==> sequential cells by signal, summed over array words and instances, names as in the netlist <==
signal,count
camera_data_out,24
camera_data_valid,1
==> cell type report <==
| class | count | share of cell area, % |
|---|---|---|
| well taps | 99 | 9.447 |
| clock buffers | 3 | 3.149 |
| clock inverters | 1 | 0.3817 |
| repair buffers | 51 | 30.53 |
| flip-flops and latches | 25 | 56.49 |
==> kinds of logic (layout without fill, tap and decap cells) <==
kind of cell | after synthesis | in the layout | synth area share (%)
buf+inv | 0 | 55 | 0
flops | 25 | 25 | 100.0
==> stage by stage <==
stage / cells / utilization, % / setup slack [ns] / power (µW) / area, µm²
finish: 179 / 17.98 / 0.04098 / 2022 / 1311
global route: 179 / 17.98 / -0.008269 / 2126 / 1311
CTS: 179 / 17.98 / 0.01865 / 2090 / 1311
detailed placement: 175 / 18.99 / -0.2153 / 1552 / 1385
global placement: 175 / 18.99 / -0.2167 / 1549 / 1385
floorplan: 25 / - / 0.5013 / 1259 / 740.7
==> repair_timing <==
| action | in CTS | in global routing |
|---|---|---|
| gates resized | 79 | 0 |
| endpoints found under the setup margin | 25 | 3 |
| hold buffers | 0 | 0 |
Power is estimated from default activity; no workload was simulated.
