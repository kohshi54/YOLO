===== flow/run.sh =====
#!/bin/bash
# OpenROAD 26Q1-2900-gdf79404cd8, Yosys 0.63+post, stock flow scripts
make -C /OpenROAD-flow-scripts/flow DESIGN_CONFIG=/design/flow/config.mk WORK_HOME=/design/flow/orfs finish

===== flow/config.mk =====
export PLATFORM = sky130hd
export DESIGN_NAME = Convolution3x3
export DESIGN_NICKNAME = Convolution3x3
export VERILOG_FILES = /design/flow/design.v
export SDC_FILE = /design/flow/constraint.sdc
export NUM_CORES = 4
export LEC_CHECK = 1
export CORE_UTILIZATION = 30

===== flow/constraint.sdc =====
current_design Convolution3x3

set clk_period 1.0
set clk_io_pct 0.2

create_clock -name clk0 -period $clk_period [get_ports {clk}]

set non_clock_inputs [all_inputs -no_clocks]
set_input_delay [expr $clk_period * $clk_io_pct] -clock clk0 $non_clock_inputs
set_output_delay [expr $clk_period * $clk_io_pct] -clock clk0 [all_outputs]

===== flow/design.v =====
module Convolution3x3 (
    input clk,               
    input rst_n,             
    input [2:0][2:0][7:0] input_patch,  
    input [2:0][2:0][7:0] kernel,       
    input [7:0] bias,        
    output reg [9:0] output_pixel   
);
    always @(posedge clk or negedge rst_n) begin
        if (!rst_n) begin
            output_pixel <= 10'b0;
        end else begin
            output_pixel[7:0] = 
                input_patch[0][0] * kernel[0][0] + 
                input_patch[0][1] * kernel[0][1] + 
                input_patch[0][2] * kernel[0][2] +
                input_patch[1][0] * kernel[1][0] + 
                input_patch[1][1] * kernel[1][1] + 
                input_patch[1][2] * kernel[1][2] +
                input_patch[2][0] * kernel[2][0] + 
                input_patch[2][1] * kernel[2][1] + 
                input_patch[2][2] * kernel[2][2];
            output_pixel[7:0] = output_pixel[7:0] + bias[7:0];
        end
    end
endmodule

==> summary.txt <==
fresh numbers from the pnr run: status=finished, violations left, failing checks=setup timing, Pwr Total=around 42,000 uW, Log Warnings=28, All-Layer GR Usage=0.174, Die H=180 um, Static Leak=0.00657 uW, Die X=about 180 um, unrepaired setup endpoints after global routing=yes, largest reg by FF count=output_pixel, Regs by FF count=output_pixel (8), final WL=between 20 and 30 mm, max reg flops=8, vias in the first global route=8,234, max-slew violations=0, root buf cell=clkbuf_16, Via density=~4.2, DR pass1 iterations=21, Top logic family=adder cells, clk slew on worst S/H paths=approximately 40 ps, chip area=about 0.032 sq mm, post-synthesis instance total=roughly 1,000, Synth Cell Area=0.00948 sq mm, hold slack=between 200 and 300 ps, Final Setup Violations=8, aoi share=0.00264, WS Path Type=in2reg, Distinct cells, synth=13, num ports=between 150 and 200, DPL Wire Length=23.7 mm, post-route setup slack=-5960 ps, Critical Path Start=kernel[29], YS warnings=1, Setup Total Neg Slack=-32,540 ps, Seq share, synth=0.0211, Max Cap Viol=0, Overflow after GRT=0, Worst path top cell family by delay=adder cells, Avg WL per Cell=14.6 um, initial antenna violation count=2, CTS tree=built, gp weighted congestion=between 0.9 and 1, Tmin final=just under 7000 ps, fp_density=0.307, post-layout util=0.435, Achievable Freq=approximately 140 MHz, Critical-path top delay cell=fa_1, TritonCTS Buffers=3, cell total in the yosys stat output=around 1,000, CP most frequent cell=fa_1, first-pass GRT wire length=42.2 mm, layout cells sized above 1=0.236, CP Launch Type=input pin, AND/OR/NAND/NOR Cells, Area Fraction=0.173, Remaining DRCs=0, Core ar.=~0.031 sq mm, pin count of the biggest net entering global routing=9, maximum vdd ir drop=slightly below 0.005 V, fin crit share=6.96, crit-path max FO=3, end of the critical path=output_pixel[7]$_DFF_PN0_, Levels on crit path=23, CTS Sinks=8, Worst setup EP type=flip-flop, Cell Chain, Critical Path=dlygate4sd2_1 > and2_4 > fa_1 > inv_1 > fa_1 > fa_1 > inv_1 > fa_1 > fa_1 > fa_1 > fa_1 > fa_1 > fa_1 > inv_1 > fa_1 > inv_2 > ha_4 > a21o_1 > a21oi_2 > xnor2_1 > xnor2_1 > xnor2_1 > xnor3_1, Hold Vio Cnt, Final=0, Vias=7,402, Clock Path Buffers=2, slowest stage delay, CP=580 ps, MUX share of area=0, Finished Layout Cells=roughly 1,800, critical path required time=about 1100 ps, DRT antenna net count=0, layout overhead on the synthesized area=41.4%, Synth Area in XOR/XNOR=0.138, Synth Area in Adders=0.566, met1 usage=0.256, Reg area=200 sq um, post-synthesis area per instance=approximately 9.1 sq um, htree depth=1, row cnt=around 64, filler cell count=between 2,000 and 3,000, grt met2 use=0.275, input/output buffers=approximately 160, PD cells=~3100 mW/mm^2, Placed Instances=~1,700, Yosys reg bits=8, worst min path class=in2async, logic area=0.00898 sq mm, busiest grt layer=met2, CP bufs+invs=5, grt met3 use=0.0493, starting DRC count in detailed routing=roughly 220, Worst EP arrival=slightly above 7000 ps, chip area line of the yosys report=0.00948 sq mm
## per-layer routing
metal	wire length (um)	vias up	share of wire
li1	-	3680	-
met1	11700	3505	0.46
met2	11600	197	0.46
met3	1930	14	0.076
met4	136	6	0.0053
met5	128	-	0.0050
## synthesized netlist by cell type
cell,instances,share of area
inv_1,245,0.097
dfrtp_1,8,0.021
and2_1,169,0.11
nand2_1,155,0.061
ha_1,144,0.19
a21o_1,2,0.0016
xor2_1,22,0.020
conb_1,1,0.00040
fa_1,178,0.38
xnor2_1,112,0.10
xnor3_1,6,0.014
buf_4,2,0.0016
a21oi_1,2,0.0011
## stage by stage
step	instance area [sq um]	worst slack [ps]
global placement	12800	-6470
detailed placement	12800	-6500
finish	13400	-5960
global route	13400	-6170
floorplan	9620	-5740
CTS	13300	-6020
## cell families after synthesis
family                     count (synthesis)
buffers and inverters                    247
other                                      1
and+or+nand+nor                          324
AOI/OAI and AO/OA                          4
DFF                                        8
adders and majority gates                322
xor gates and xnor gates                 140
## report_power, final
group          internal, uW  switching (uW)
combinational         20600           19700
sequential              714            47.3
clock                   515             148
## how the worst min path moves through the flow
stage,end,slack (ps),cells past startpoint
4_1_cts,output_pixel[5]$_DFF_PN0_,270,1
5_1_grt,output_pixel[5]$_DFF_PN0_,300,1
6_report,output_pixel[5]$_DFF_PN0_,250,1
## timing repair
action	CTS	global route
resized	357	74
pin swaps	119	62
hold buffers	0	0
endpoints found under the setup margin	16	8
buffers inserted	15	2
## cell type report
class,instances,area share
Multi-Input combinational cell,792,0.670
Tap cell,396,0.0370
Clock buffer,3,0.00560
Sequential cell,8,0.0149
Inverter,245,0.0686
Timing Repair Buffer,313,0.204
Antenna cell,1,0.000187
## layout by cell type (no fill, tap or decap)
cell and instances:
dfrtp_1 8, ha_4 40, dlygate4sd2_1 37, and2_4 26, xnor3_1 6, a21oi_4 1, and2_1 143, conb_1 2
ha_1 102, clkbuf_2 10, clkdlybuf4s50_1 51, inv_1 215, buf_2 15, a21o_1 2, clkdlybuf4s15_1 14, clkbuf_16 3
xor2_1 21, diode_2 1, buf_8 2, xnor2_1 111, nand2_4 1, nand2_1 150, fa_1 173, dlymetal6s2s_1 5
ha_2 2, inv_2 30, clkdlybuf4s15_2 10, xnor2_2 1, fa_2 5, buf_4 127, xor2_2 1, buf_6 42
nand2_2 4, a21oi_2 1
Power and IR drop assume default switching activity.
