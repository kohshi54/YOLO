`design.v`:
```
module ControlUnit (
    input clk,                    
    input rst_n,                  
    output reg fetch_input,       
    output reg conv_enable,       
    output reg pool_enable,       
    output reg activation_enable,  
    output reg fc_enable,         
    output reg detect_enable      
);
    typedef enum {
        IDLE,
        FETCH_INPUT,
        CONV_LAYER,
        POOL_LAYER,
        ACTIVATION_LAYER,
        FC_LAYER,
        DETECT_LAYER
    } states_t;
    states_t state, next_state;
    always @(posedge clk or negedge rst_n) begin
        if (!rst_n) state <= IDLE;
        else state <= next_state;
    end
    always @(*) begin
        fetch_input = 0;
        conv_enable = 0;
        pool_enable = 0;
        activation_enable = 0;
        fc_enable = 0;
        detect_enable = 0;
        case (state)
            IDLE: begin
                fetch_input = 1;
                next_state = FETCH_INPUT;
            end
            FETCH_INPUT: begin
                conv_enable = 1;
                next_state = CONV_LAYER;
            end
            CONV_LAYER: begin
                pool_enable = 1;
                next_state = POOL_LAYER;
            end
            POOL_LAYER: begin
                activation_enable = 1;
                next_state = ACTIVATION_LAYER;
            end
            ACTIVATION_LAYER: begin
                fc_enable = 1;
                next_state = FC_LAYER;
            end
            FC_LAYER: begin
                detect_enable = 1;
                next_state = DETECT_LAYER;
            end
            DETECT_LAYER: begin
                next_state = IDLE;
            end
        endcase
    end
endmodule
```
`constraint.sdc`:
```
current_design ControlUnit

set clk_period 1.0
set clk_io_pct 0.2

create_clock -name clk0 -period $clk_period [get_ports {clk}]

set non_clock_inputs [all_inputs -no_clocks]
set_input_delay [expr $clk_period * $clk_io_pct] -clock clk0 $non_clock_inputs
set_output_delay [expr $clk_period * $clk_io_pct] -clock clk0 [all_outputs]
```
`run.sh`:
```
#!/bin/bash
# OpenROAD 26Q1-2900-gdf79404cd8, Yosys 0.63+post, stock flow scripts
make -C /OpenROAD-flow-scripts/flow DESIGN_CONFIG=/design/flow/config.mk WORK_HOME=/design/flow/orfs finish
```
`config.mk`:
```
export PLATFORM = sky130hd
export DESIGN_NAME = ControlUnit
export DESIGN_NICKNAME = ControlUnit
export VERILOG_FILES = /design/flow/design.v
export SDC_FILE = /design/flow/constraint.sdc
export NUM_CORES = 4
export LEC_CHECK = 1
export CORE_AREA = 10 10 70 70
export DIE_AREA = 0 0 80 80
```
==> run_results.csv <==
group,metric,value,unit
outcome,status,"finished with violations",
outcome,violations,"negative setup slack",
setup_path,cp.arrival,1.13,ns
sta,fin_crit_sh,133,%
setup_path,max_stage_delay,0.43,ns
detailed_routing,n_antenna_cell,0,
power_and_ir_drop,power_density,625,mW/mm2
sta,setup_viol,6,
setup_path,crit_type,"reg2out",
global_routing,grt_pass1_wl,1360,um
setup_path,endpoint_kind,"output pin",
cells_and_area,seqCellArea,124,um2
setup_path,crit_required,0.80,ns
die,die_y,80,um
power_and_ir_drop,vdd_drop_max,0.000112,V
cts,cts_tree,"done",
global_routing,grt_overflow,0,
die,core,0.00342,mm2
cells_and_area,utilization,15.9,%
global_routing,antenna_found_initial,0,
logic_synthesis,syn_avg_cell_area,10.2,um2
global_routing,grt_start_max_net_pins,5,
placement,routabilityCongestion,0.692,
sta,unclocked_regs,3,
die,io_pins,8,
global_routing,grt.met2_usage,4.17,%
logic_synthesis,syn_area,204,um2
detailed_routing,wl_per_cell,7.55,um
cts,cts_buffers,3,
setup_path,critPathSlowestCell,"dfrtp_2",
detailed_routing,vias_per_cell,2.65,
cells_and_area,area_growth,166,%
power_and_ir_drop,p_leak,0.244,nW
sta,rsz0062_at_grt,"true",
logic_synthesis,synth_cell_types,11,
global_routing,grt_pass1_vias,281,
sta,drv_slew,0,
logic_synthesis,syn_inst,20,
logic_synthesis,ys_cells,20,
sta,max_freq,750,MHz
die,die_area,0.00640,mm2
cells_and_area,combGateArea,135,um2
sta,hold_violations,0,
detailed_routing,dr.pass1.iters,2,
detailed_routing,via_count,246,
placement,dp.final_hpwl,380,um
job,warning_count,27,
detailed_routing,wirelength,702,um
global_routing,grt_util_met1,3.07,%
logic_synthesis,synth.yosys.warnings,1,
sta,setup_ws,-0.334,ns
setup_path,critPathMostFrequentCell,"buf_6",
logic_synthesis,ys_chip_area,204,um2
cells_and_area,nFillCells,376,
global_routing,busiest_layer,"met2",
power_and_ir_drop,power,0.339,mW
global_routing,met3_usage,0.795,%
detailed_routing,drc_errors,0,
placement,pre_cts_slack,-0.421,ns
cts,h-tree-depth,1,
global_routing,grt_usage,2.55,%
worst_hold_path,hold_class,"in2async",
sta,worst_slew_pin_slew,0.112,ns
cts,cts_root_buf,"clkbuf_4",
sta,relSlewSlack,92.3,%
setup_path,cpLargestDelayFamily,"flip-flops",
cts,ctsHoldBuffers,0,
cells_and_area,drive_above_1_share,80.9,%
detailed_routing,antenna_left,0,
setup_path,worstPathCellList,"buf_6, buf_6, nor3b_4, buf_2",
cts,clkTransAtPathRegs,0.04,ns
sta,untimed_endpoints,6,
die,dieWidth,80,um
setup_path,path_depth,4,
job,cap_viol_max_count,0,
detailed_routing,dr.first_iter.drc_count,10,
logic_synthesis,ys.flops,6,
sta,min_period,1.33,ns
cts,cts.path.max_buffers,2,
setup_path,critPathBufInv,3,
die,fp_util,5.97,%
setup_path,critPathMaxFanout,4,
die,rows,21,
setup_path,startpoint_type,"flip-flop",
placement,io_buffers,7,
[timing repair]
action / CTS / global route
setup buffers: 13 / 1
setup endpoints to repair: 6 / 6
pin swaps: 6 / 1
gates resized: 39 / 5
[power by group]
group | internal [mW] | switching [mW]
sequential | 0.122 | 0
combinational | 0.00347 | 0.00205
clock | 0.150 | 0.0624
[worst max-delay path by stage]
| stage | endpoint | from |
|---|---|---|
| 4_1_cts | pool_enable | state[1]$_DFF_PN0_ |
| 5_1_grt | pool_enable | state[1]$_DFF_PN0_ |
| 6_report | pool_enable | state[1]$_DFF_PN0_ |
[per-layer routing]
| metal | vias up | share of wire, % | routed length [um] |
|---|---|---|---|
| met4 | 0 | 0.85 | 6 |
| met1 | 122 | 43 | 304 |
| met5 | - | 0 | 0 |
| met3 | 2 | 6.0 | 42 |
| li1 | 119 | - | - |
| met2 | 3 | 50 | 349 |
[registers in the layout, summed over array words and instances, names as in the netlist]
register,count
next_state,3
state,3
[cell type report]
| class | instances | area share (%) |
|---|---|---|
| Multi-Input combinational cell | 13 | 24.9 |
| Tap cell | 46 | 10.6 |
| Sequential cell | 6 | 22.8 |
| Inverter | 1 | 1.15 |
| Timing Repair Buffer | 23 | 35.7 |
| Clock buffer | 4 | 4.84 |
[metrics by stage]
step | std cells | hold WS [ns] | TNS, ns | instance area, um2
2_1_floorplan | 20 | -0.0956 | 0 | 204
3_3_place_gp | 75 | 0.390 | -2.28 | 347
3_5_place_dp | 75 | 0.391 | -2.30 | 347
4_1_cts | 92 | 0.141 | -1.75 | 512
5_1_grt | 93 | 0.151 | -2.05 | 543
6_report | 93 | 0.149 | -1.70 | 543
[Yosys cell counts]
cell type  count  share of area [%]
inv_1          1                1.8
nand2_1        2                3.7
nor3b_2        1                6.1
nor2_1         3                5.5
dfrtp_1        3                 37
xor2_1         1                4.3
mux2i_1        1                4.9
nor3_1         2                4.9
nand2b_1       2                6.1
and3_2         1                3.7
dlxtn_1        3                 22
[placed cells by master, fill, tap and decap left out, drive strengths merged]
| master | n |
|---|---|
| and3 | 1 |
| buf | 22 |
| clkbuf | 4 |
| clkdlybuf4s50 | 1 |
| dfrtp | 3 |
| dlxtn | 3 |
| inv | 1 |
| mux2i | 1 |
| nand2 | 2 |
| nand2b | 2 |
| nor2 | 3 |
| nor3 | 2 |
| nor3b | 1 |
| xor2 | 1 |
[cells by family after synthesis]
logic type | after synthesis | synth area share (%)
and+or+nand+nor | 11 | 30.1
DFF | 3 | 36.8
latches | 3 | 22.1
xor gates and xnor gates | 1 | 4.30
muxes | 1 | 4.91
buffers and inverters | 1 | 1.84
Power figures rest on the tool's default switching activity, not on a simulated workload.
